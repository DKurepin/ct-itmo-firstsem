## flow/design.v

```verilog
module register_file(clk, we3, a1, a2, a3, wd3, rd1, rd2);
  input clk, we3;
  input [4:0] a1, a2, a3;
  input [31:0] wd3;
  output [31:0] rd1, rd2;
  reg [31:0] ipa [0:31];
  integer i;
  initial begin
    for (i = 0; i < 32; i = i + 1) begin
      ipa[i] = 0;
    end
  end
  always@(posedge clk) begin
    if (we3 == 1) begin
      ipa[a3] <= wd3;
    end
  end
  assign rd1 = (a1 != 0) ? ipa[a1] : 0;
  assign rd2 = (a2 != 0) ? ipa[a2] : 0;
endmodule
```

## flow/run.sh

```bash
#!/bin/bash
# OpenROAD 26Q1-2900-gdf79404cd8, Yosys 0.63+post, stock flow scripts
make -C /OpenROAD-flow-scripts/flow DESIGN_CONFIG=/design/flow/config.mk WORK_HOME=/design/flow/orfs finish
```

## flow/config.mk

```make
export PLATFORM = sky130hd
export DESIGN_NAME = register_file
export DESIGN_NICKNAME = register_file
export VERILOG_FILES = /design/flow/design.v
export SDC_FILE = /design/flow/constraint.sdc
export NUM_CORES = 4
export LEC_CHECK = 1
export CORE_UTILIZATION = 50
```

## flow/constraint.sdc

```tcl
current_design register_file

set clk_period 7.5
set clk_io_pct 0.2

create_clock -name clk0 -period $clk_period [get_ports {clk}]

set non_clock_inputs [all_inputs -no_clocks]
set_input_delay [expr $clk_period * $clk_io_pct] -clock clk0 $non_clock_inputs
set_output_delay [expr $clk_period * $clk_io_pct] -clock clk0 [all_outputs]
```

==> results.yml <==
# implementation run metrics
outcome:
  status: "completed"
detailed_routing:
  wirelength_um: 150000
  ant_nets: 0
  drt-initial-drc-count: 1785
  drt-vias-per-instance: 6.90
  dr_total_vias: 27000
  drc: 0
  post_drt_wl_per_cell_um: 38.5
  firstDrtPassIters: 5
die:
  die_h_um: 308
  fp.dieW_um: 308
  num_rows: 112
  ios: 113
  fp_util_pct: 50.4
  core_sq_um: 93200
  dieArea_sq_um: 95200
global_routing:
  overflow: 0
  grt_pass1_vias: 30300
  antenna_found_initial: 8
  track_usage_pct: 36.6
  grt_start_max_net_pins: 69
  grt_pass1_wl_um: 213000
finish:
  n_fill_cell: 6663
  reg_top3: "ipa (1024)"
  syn_to_final_growth_pct: 14.0
  flop_area_sq_um: 30700
  drive_gt1_share_pct: 29.1
  comb_area_sq_um: 15400
  top_register: "ipa"
  largest_reg_flops: 1024
sta:
  worst_slew_pin_slew_ns: 0.976
  period_minus_slack_ns: 6.56
  fmax_ghz: 0.152
  layout_worst_path_cycle_share_pct: 87.4
  rsz0062_at_grt: "false"
  hold_violations: 0
  slew_violations: 0
  setup_violations: 0
  max_slew_margin_pct: 34.7
  tns_ns: 0
synth:
  area_leaders: "edfxtp_1 (65%), mux4_2 (20%), mux2i_1 (3.9%)"
  synth_dominant_cell_count: "edfxtp_1"
  synthesis.area_sq_um: 47000
  synth_top_cell_by_area: "edfxtp_1"
  yosysUniqueCellTypes: 40
  yosys-top-cells-count: "edfxtp_1 (1,024), mux4_2 (425), mux2i_1 (183), clkbuf_1 (104), nand2_1 (65)"
  postSynthSeqShare_pct: 65.5
  post-synth-top-area-fraction_pct: 65.5
  ys.warnings.count: 1
  ys_area_sq_um: 47000
  syn_avg_cell_area_sq_um: 19.6
  netlist_instances: 2400
  async_flop_share_pct: 0
  numSynthFlops: 1024
  yosysCellCount: 2400
  ff_type: "edfxtp_1"
  edf_count: 1024
worst_setup_path:
  cp.required_ns: 6.00
  cpPeakStageDelay_ns: 0.84
  worstSetupPathType: "in -> out"
  critPathLaunch: "a2[3]"
  crit_end: "rd2[12]"
  cp_cell_sequence: "clkdlybuf4s50_1, nor2b_4, buf_4, a22o_1, a2111oi_0, nor3_1, buf_4, clkdlybuf4s50_1"
  crit_fanout: 34
  cpMaxStageDelayCell: "clkdlybuf4s50_1"
  start_kind: "input pin"
  crit_arrival_ns: 5.06
  critPathCaptureType: "output port"
cts:
  post_cts_buffers: 0
  root_buffer: "clkbuf_16"
  postCtsHoldBufs: 0
  cts_buffer_depth: 3
  ctsResizeCount: 0
  htreeDepth: 3
  cts_buffers: 107
  cts_num_sinks: 1024
  cts_tree: "done"
  clk_pin_slew_ns: 0.06
flow_run:
  cap_violations: 0
  warning_count: 26
power:
  p_leak_nw: 17.2
  finalPower_mw: 12.6
  p_per_area_nw_per_um2: 235
  vdd_drop_max_mv: 0.194
hold_path:
  hp-class: "in -> reg"
placement:
  io_buffers: 112
  place.detailed.hpwl_um: 90800
  place_congestion: 0.908
critical path: cells and delay by family:
family | cells | cell delay, ns
buf+inv | 4 | 2.15
simple gates | 2 | 0.81
compound gates | 2 | 0.54
per-layer routing:
metal | up-vias | share of wire, % | track usage [%]
met1 | 13300 | 29 | 42.3
met5 | - | 0.32 | 3.82
met2 | 2428 | 44 | 47.6
li1 | 10800 | - | -
met3 | 406 | 23 | 35.6
met4 | 22 | 4.5 | 12.7
report_power, final:
group	leakage [nW]	switching, mW	internal, mW
Combinational	6.36	0.684	0.495
Clock	1.60	2.17	2.83
Sequential	9.22	0.0279	6.37
metrics by stage:
| step | std cells | hold WS, ns | area [sq um] | utilization [%] | worst slack [ns] |
|---|---|---|---|---|---|
| global route | 3907 | 1.65 | 53500 | 57.4 | 0.830 |
| CTS | 3906 | 1.61 | 53500 | 57.4 | 1.15 |
| finish | 3907 | 1.63 | 53500 | 57.4 | 0.941 |
| global placement | 3710 | 2.32 | 50200 | 53.9 | 1.20 |
| floorplan | 2400 | 1.60 | 47000 | - | 2.93 |
| detailed placement | 3710 | 2.33 | 50200 | 53.9 | 1.15 |
how the worst min path moves through the flow:
| stage | start | end | slack, ns | cells after the start |
|---|---|---|---|---|
| after CTS | wd3[25] | ipa[4][25]$_DFFE_PP_ | 1.61 | 2 |
| after global routing | wd3[25] | ipa[4][25]$_DFFE_PP_ | 1.65 | 2 |
| final | wd3[25] | ipa[6][25]$_DFFE_PP_ | 1.63 | 2 |
area by class of cell:
type,instances,share of cell area (%)
Clock buffer,128,5.27
Tap cell,1254,2.93
Antenna cell,1,0.00467
Timing Repair Buffer,257,4.52
Multi-Input combinational cell,1150,28.8
Inverter,25,0.180
Clock inverter,68,0.881
Sequential cell,1024,57.4
cells in the final DEF, fill, tap and decap left out, drive strengths merged:
cell type / count
a22o: 62
buf: 152
nor2: 35
a211o: 23
a221o: 1
o22ai: 55
and4: 1
clkinvlp: 6
a2111oi: 31
clkbuf: 128
nand3: 4
edfxtp: 1024
a211oi: 47
mux2: 24
bufinv: 5
or3b: 5
a21boi: 1
a21oi: 46
or3: 2
mux4: 425
a221oi: 23
o211ai: 1
nor4: 9
nand2b: 3
diode: 1
a32o: 9
nand2: 65
o221ai: 31
clkinv: 54
and2: 13
nor4b: 1
o22a: 1
inv: 28
mux2i: 183
nand3b: 7
and3: 1
nor3: 33
clkdlybuf4s50: 105
nor2b: 8
logic make-up (layout without fill, tap and decap cells):
family | after synthesis | in the layout | share of synthesized area, %
buf+inv | 226 | 478 | 2.31
simple gates | 187 | 187 | 1.94
other cells | 0 | 1 | 0
compound gates | 331 | 331 | 5.41
flops | 1024 | 1024 | 65.5
mux | 632 | 632 | 24.9
Power is estimated from default activity; no workload was simulated.
